==> /design/flow/design.v <==
module Uart_Receiver #(
    parameter int CLK_FREQ     = 50_000_000,
    parameter int BAUD_RATE    = 115200,
    parameter int OVERSAMPLE   = 16
)(
    input  logic clk,
    input  logic reset,
    input  logic RxD,
    output logic [7:0] RxData,
    output logic valid_rx
);
    localparam int DIV_CNT = CLK_FREQ / (BAUD_RATE * OVERSAMPLE);
    localparam int DIV_W   = $clog2(DIV_CNT);
    localparam int SAMPLE_MID = OVERSAMPLE/2;
    logic [DIV_W-1:0] timer, timer_n;
    logic [3:0] sample_cnt, sample_cnt_n;
    logic [3:0] bit_cnt, bit_cnt_n;
    logic [9:0] shift_reg, shift_reg_n;
    typedef enum logic {IDLE, RECEIVE} state_t;
    state_t state, state_n;
    logic valid_n;
    always_ff @(posedge clk or posedge reset) begin
        if (reset) begin
            state       <= IDLE;
            timer       <= 0;
            sample_cnt  <= 0;
            bit_cnt     <= 0;
            shift_reg   <= 10'h3FF;
            valid_rx    <= 0;
        end else begin
            state      <= state_n;
            timer      <= timer_n;
            sample_cnt <= sample_cnt_n;
            bit_cnt    <= bit_cnt_n;
            shift_reg  <= shift_reg_n;
            valid_rx   <= valid_n;
        end
    end
    always_comb begin
        state_n      = state;
        timer_n      = timer;
        sample_cnt_n = sample_cnt;
        bit_cnt_n    = bit_cnt;
        shift_reg_n  = shift_reg;
        valid_n      = 0;
        case (state)
            IDLE: begin
                if (!RxD) begin  
                    state_n      = RECEIVE;
                    timer_n      = 0;
                    sample_cnt_n = 0;
                    bit_cnt_n    = 0;
                end
            end
            RECEIVE: begin
                if (timer == DIV_CNT - 1) begin
                    timer_n = 0;
                    if (sample_cnt == SAMPLE_MID)
                        shift_reg_n = {RxD, shift_reg[9:1]};
                    if (sample_cnt == OVERSAMPLE - 1) begin
                        sample_cnt_n = 0;
                        if (bit_cnt == 9) begin
                            if (shift_reg[9])       
                                valid_n = 1;
                            state_n = IDLE;
                        end else begin
                            bit_cnt_n = bit_cnt + 1;
                        end
                    end else begin
                        sample_cnt_n = sample_cnt + 1;
                    end
                end else begin
                    timer_n = timer + 1;
                end
            end
        endcase
    end
    assign RxData = shift_reg[8:1];
endmodule
==> /design/flow/run.sh <==
#!/bin/bash
# OpenROAD 26Q1-2900-gdf79404cd8, Yosys 0.63+post, stock flow scripts
make -C /OpenROAD-flow-scripts/flow DESIGN_CONFIG=/design/flow/config.mk WORK_HOME=/design/flow/orfs finish
==> /design/flow/config.mk <==
export PLATFORM = sky130hd
export DESIGN_NAME = Uart_Receiver
export DESIGN_NICKNAME = Uart_Receiver
export VERILOG_FILES = /design/flow/design.v
export SDC_FILE = /design/flow/constraint.sdc
export NUM_CORES = 4
export LEC_CHECK = 1
export CORE_AREA = 10 10 92 92
export DIE_AREA = 0 0 102 102
==> /design/flow/constraint.sdc <==
current_design Uart_Receiver

set clk_period 2.5
set clk_io_pct 0.2

create_clock -name clk0 -period $clk_period [get_ports {clk}]

set non_clock_inputs [all_inputs -no_clocks]
set_input_delay [expr $clk_period * $clk_io_pct] -clock clk0 $non_clock_inputs
set_output_delay [expr $clk_period * $clk_io_pct] -clock clk0 [all_outputs]
==> flow_summary.toml <==
# implementation run metrics
[cts]
hold_buffers = 0
post_cts_buffers = 0
cts_tree = "built"
cts.repair.resized = 0
clockBufferDepth = 2
cts.sinks = 24
cts_buffers = 3
clk_pin_slew_ns = 0.09
cts_root_buf = "clkbuf_8"
clock.latency.late_pin_ns = 0.27
cts-htree-levels = 1

[sta]
maxSlewHeadroom_pct = 54.4
period_used_pct = 76.1
fin_worst_skew_ns = 0.00407
slew_viol_final = 0
whs_ns = 0.505
fmax_mhz = 525
setup_viol = 0
finalHoldViolations = 0
period_needed_ns = 1.90
setup_slack_ns = 0.597
fin_setup_tns_ns = 0
tightestPinTransition_ns = 0.684
rsz0062_at_grt = "false"

[global_route]
use_met3_pct = 2.11
met2_usage_pct = 6.52
grt_max_degree = 25
grt-ovfl-total = 0
grt_pass1_vias = 839
grt_util_met1_pct = 6.55
grt.busiest_layer = "met1"
antenna_found_initial = 0
grtUsageTotal_pct = 4.59
grt_first_pass_wirelength_mm = 4.00

[route]
diodes = 0
first_pass_iters = 4
drt_iter0_drc = 98
drt_wl_total_mm = 2.36
wire_per_inst_um = 12.0
postRouteAntennaNets = 0
vias = 856
viasPerCell = 4.35
drc = 0

[synth]
seq_area_frac_synth_pct = 46.6
top_area_share_pct = 28.6
synth-edff-count = 0
netlist_area_um2 = 1310
ys_area_um2 = 1310
ys_cells = 116
synth_cells = 116
async_flop_share_pct = 100
synth_top_flop_cell = "dfrtp_1"
yosysTopAreaCell = "dfrtp_1"
ys_types = 35
postSynthAreaPerCell_um2 = 11.3
yosys_warnings = 1
synth_flops = 24
top_cells_by_area = "dfrtp_1 29%, dfstp_2 18%, mux2_4 10%, ha_1 5.7%, buf_4 5.1%"

[place]
place_ws_ns = 0.608
dp_hpwl_mm = 1.62
dp.cells = 193
place_congestion = 0.848
portBuffers = 11

[cells_and_area]
combGateArea_um2 = 576
drive_gt1_share_pct = 21.7
largest_register_ffs = 9
areaGrowthSynthToFinish_pct = 15.0
finalNonFillerCells = 197
fillCellCount = 662
seqCellArea_um2 = 612

[pwr]
sw_frac_of_total_pct = 33.7
powerDensity_nw_per_um2 = 840
p_total_mw = 1.27
p_leak_nw = 0.663
combPwrFrac_pct = 26.9
p_int_mw = 0.840
power_frac_seq_pct = 49.4
power_frac_clock_pct = 23.7
peakVddDrop_mv = 0.321
power_switching_mw = 0.427

[die]
fp.dieW_um = 102
rows = 29
initCoreUtil_pct = 20.3
dieHeight_um = 102
die_area_um2 = 10400
core_area_um2 = 6460
io_pins = 12

[worst_setup_path]
cp_data_arrival_time_ns = 2.11
crit_required_ns = 2.70
end_kind = "flip-flop"
cpPeakStageDelay_ns = 0.79
path_cells = "inv_8 > or4_4 > mux2_4"
crit_buf_inv = 1
crit_type = "flip-flop to flip-flop"
cp_top_family = "flip-flops"
critPathLaunchType = "flip-flop"
cpMaxStageDelayCell = "dfrtp_1"
path_max_fanout = 19

[worst_hold_path]
hold_path.class = "flip-flop to flip-flop"

[status]
outcome = "finished clean"

[flow_run]
warning_count = 28
maxCapViolCount = 0
metrics by stage:
stage               instance area (um2)  util [%]
floorplan                          1310         -
global placement                   1440      22.3
detailed placement                 1440      22.3
CTS                                1510      23.4
global route                       1510      23.4
finish                             1510      23.4
power by group through the flow:
stage | Combinational, mW | Sequential, mW | Clock (mW)
4_1_cts | 0.341 | 0.623 | 0.313
5_1_grt | 0.398 | 0.648 | 0.323
6_report | 0.341 | 0.626 | 0.300
cell families (layout without fill, tap and decap cells):
group | after synthesis | after routing | synth area share, %
adder cells (fa/ha/maj) | 6 | 6 | 5.72
flip-flops | 24 | 24 | 46.6
multiplexers | 13 | 13 | 13.3
buffers and inverters | 20 | 24 | 9.53
AND/OR/NAND/NOR | 27 | 27 | 12.5
AND-OR/OR-AND | 26 | 26 | 12.3
routing by layer:
layer	vias up	wire, um
met5	-	0
met1	409	1180
met2	23	929
li1	424	-
met4	0	0
met3	0	255
Yosys cell counts, drive strengths merged (2+ instances only):
library cell  instances
a21oi                 2
a31oi                 9
and3                  2
buf                  12
dfrtp                15
dfstp                 9
ha                    6
inv                   7
mux2                  9
mux2i                 4
nand2                 4
nand3                 7
nand4                 4
nor2b                 2
o21ai                 9
path summary, 6_finish.rpt:
path,from,end,slack (ns),cells after the start
worst max register to register,state$_DFF_PP0_,shift_reg[8]$_DFFE_PP1P_,0.60,3
worst max-delay path,state$_DFF_PP0_,shift_reg[8]$_DFFE_PP1P_,0.60,3
worst min-delay path,bit_cnt[3]$_DFFE_PP0P_,bit_cnt[3]$_DFFE_PP0P_,0.51,1
min in group asynchronous,reset,valid_rx$_DFF_PP0_,0.57,3
max in group asynchronous,reset,shift_reg[9]$_DFFE_PP1P_,1.65,3
worst min register to register,bit_cnt[3]$_DFFE_PP0P_,bit_cnt[3]$_DFFE_PP0P_,0.51,1
area by class of cell:
class | instances | area share (%)
timing repair buffer | 13 | 8.29
inverter | 7 | 2.24
tap | 77 | 6.38
clock buffer | 4 | 4.39
multi-input combinational | 72 | 38.1
sequential | 24 | 40.5
cells in the final DEF (no fill, tap or decap), types with 2 or more instances in the layout:
cell / instances
a21oi_1: 2
a31oi_1: 9
and3_1: 2
buf_4: 2
clkbuf_8: 3
clkdlybuf4s50_1: 11
dfrtp_1: 15
dfstp_2: 9
ha_1: 6
inv_1: 6
mux2_4: 9
mux2i_1: 4
nand2_1: 4
nand3_1: 7
nand4_1: 4
nor2b_1: 2
o21ai_0: 8
No activity file was given, so power comes from the tool's default toggle rates.
