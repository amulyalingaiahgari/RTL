==> ./design.v <==
module digital_clock(
  input clk,rst,
  input twelve_24,
  input [1:0] mode_sel,  
  input toggle,
  input incr,
  input set_time,
  input set_alarm,
  input start_stop,
  input reset_sw_al,
  input snooze,
  output reg [4:0] hours,
  output reg [5:0] minutes,
  output reg [5:0] seconds,
  output reg alarm_signal,
  output reg am_pm
);
  reg [4:0] hh;
  reg [5:0] mm;
  reg [5:0] ss;
  reg a_p;
  reg [4:0] hh_alarm;
  reg [5:0] mm_alarm;
  reg [5:0] ss_alarm;
  reg a_p_alarm;
  reg [3:0]alarm_count;
  reg alarm_start;
  reg [2:0]snooze_delay=5;
  reg [2:0] toggle_count;
  reg [4:0] incr_h;
  reg [5:0] incr_m;
  reg incr_a_p;
  reg [4:0] hh_sw;
  reg [5:0] mm_sw;
  reg [5:0] ss_sw;
  reg start_sw;
  reg [4:0] hh_st;
  reg [5:0] mm_st;
  reg [5:0] ss_st;
  reg am_pm_st;
  always@(posedge clk)begin
    if(rst) begin
      hours <= 0;
      minutes <= 0;
      seconds <= 0;
      am_pm <= 0;
    end
    else begin
      case(mode_sel)
        2'b00: begin  
          hours <= hh;
          minutes <= mm;
          seconds <= ss;
          am_pm <= a_p;
        end          
        2'b01: begin  
          if(!toggle_count)begin
            hours <= hh_alarm;
            minutes <= mm_alarm;
            seconds <= 0;
            am_pm <= a_p_alarm;
          end
          else begin
            hours <= incr_h;
            minutes <= incr_m;
            seconds <= ss;
            am_pm <= incr_a_p;
          end
        end
        2'b10: begin
          hours <= hh_sw;
          minutes <= mm_sw;
          seconds <= ss_sw;
          am_pm <= 1'bx;
        end
        2'b11: begin
          hours <= hh_st;
          minutes <= mm_st;
          seconds <= ss_st;
          am_pm <= am_pm_st;
        end
      endcase
    end
  end
  always @(posedge clk) begin
    if(rst) begin
      toggle_count <= 0;
    end
    else begin
      if(mode_sel == 1 || mode_sel == 3)begin
        if(toggle)begin
          if(twelve_24)
            toggle_count<=(toggle_count==2)? 0:toggle_count+1;
          else
            toggle_count<=(toggle_count==1)?0:toggle_count+1;
        end
        else
          toggle_count<=toggle_count;
      end
      else begin
        toggle_count <= 0;
      end      
    end    
  end
  always @(posedge clk) begin
    if(rst) begin
      toggle_count <= 0;
      incr_h <= 0;
      incr_m <= 0;
      incr_a_p<=0;
    end
    else if(mode_sel == 1 || mode_sel == 3)begin
      if(incr) begin
        if(toggle_count == 0) begin
          if(twelve_24)begin
            if(incr_h == 12) 
              incr_h <= 1;
            else 
              incr_h <= incr_h +1;
          end
          else begin
            if(incr_h == 23) 
              incr_h <= 0;
            else
            incr_h <= incr_h +1;
          end          
        end
        else if(toggle_count == 1) begin
          if(incr_m < 59)
            incr_m <= incr_m+1;
          else
            incr_m <=0;
        end
        else if(toggle_count==2 && twelve_24) begin
          incr_a_p <= ~incr_a_p;
        end        
      end
    end
    else begin
      incr_h <= incr_h;
      incr_m <= incr_m;
      incr_a_p<= incr_a_p;
    end    
  end
  always @(posedge clk) begin
    if(rst) begin
      hh <= 0;
      mm <= 0;
      ss <= 0;
      a_p <= 0;
    end
    else begin
      if(ss == 59 )begin
        ss<=0;
        if(mm == 59)begin
          mm<=0;
          if(twelve_24)begin
            if(hh == 12) begin
              a_p = ~a_p;
              hh <= 1;
            end
            else begin
              hh <= hh+1;
            end
          end
          else begin
            if(hh == 23) 
              hh <= 0;
            else
              hh <= hh+1;
          end          
        end
        else begin
          mm <= mm+1;
        end        
      end
      else begin
        ss <= ss+1;
      end      
    end
  end
  always@(posedge clk)begin
    if(rst) begin
      hh_alarm <= 0;
      mm_alarm <= 0;
      ss_alarm <= 0;
      a_p_alarm <= 0;  
    end
    else if(mode_sel == 1 && set_alarm) begin
      if(twelve_24) begin
        hh_alarm <= incr_h;
        mm_alarm <= incr_m;
        ss_alarm <= 0;
        a_p_alarm <= incr_a_p;
      end
      else begin
        hh_alarm <= incr_h;
        mm_alarm <= incr_m;
        ss_alarm <= 0;
        a_p_alarm <= 0;
      end      
    end
  end
  always@(posedge clk )begin
    if(rst || reset_sw_al) begin
      alarm_signal<=0;
      alarm_count<=0;
      alarm_start<=0;
    end
    else begin
      if(hh_alarm == hh && mm_alarm == mm && ss_alarm == ss && a_p_alarm == a_p )begin
        alarm_start <= 1;
      end
      else if(alarm_count <9 && alarm_start)begin
        alarm_signal <= 1;
      end
      else if(alarm_count == 9)begin
        alarm_count <= 0;
        alarm_signal <= 0;
        alarm_start <= 0;
      end
      else begin
        alarm_count <= alarm_count;
      end
    end
  end
  always@(posedge clk)begin
    if(rst) begin
      alarm_count <= 0;
    end
    else begin
      if(alarm_start)
        alarm_count <= alarm_count+1;
      else
        alarm_count <= 0;
    end    
  end
  always@(posedge clk)begin
    if(rst) begin
      alarm_signal <= 0;
    end
    else begin
      if(alarm_signal && snooze) begin
        alarm_signal <= 0;
        alarm_count <= 0;
        alarm_start <= 0;
        if(mm_alarm + snooze_delay > 59) begin
          mm_alarm <= (mm_alarm + snooze_delay)-60;
          if(hh_alarm == 12 && twelve_24)
            hh_alarm <= 1;
          else if(hh_alarm == 23 && !twelve_24)
            hh_alarm <= 0;
          else
            hh_alarm <= hh_alarm+1;
        end
        else
          mm_alarm <= mm_alarm+snooze_delay;
      end
      else
        snooze_delay <= snooze_delay;
    end
  end
  always@(posedge clk)begin
    if(rst || reset_sw_al)begin
      start_sw<=0;
    end
    else begin
      if(mode_sel == 2'b10)begin
        if(start_stop)
          start_sw <= ~ start_sw;
        else 
          start_sw <= start_sw;
      end
      else begin
        start_sw<=0;
      end
    end
  end
  always@(posedge clk)begin
    if(rst || reset_sw_al)begin
      hh_sw <= 0;
      mm_sw <= 0;
      ss_sw <= 0;
    end
    else begin
      if(start_sw)begin
        if(ss_sw == 59) begin
          ss_sw <= 0;
          if(mm_sw == 59) begin
            mm_sw <= 0;
            hh_sw <= hh_sw+1;
          end
          else
          mm_sw <= mm_sw+1;
        end
        else
          ss_sw <= ss_sw+1;
      end
      else begin
        hh_sw <= hh_sw;
        mm_sw <= mm_sw;
        ss_sw <= ss_sw ; 
      end
    end
  end
  always@(posedge clk)begin
    if(rst)begin
      hh_st <= 0;
      mm_st <= 0;
      ss_st <= 0;
      am_pm_st<=0;
    end
    else begin
      if(mode_sel == 2'b11 && set_time)begin
        hh_st <= incr_h;
        mm_st <= incr_m;
        ss_st <= 0;
        am_pm_st <= incr_a_p;
        hh <= incr_h;
        mm <= incr_m;
        ss <= 0;
        a_p <= incr_a_p;
      end
      else begin
        hh_st <= hh_st;
        mm_st <= mm_st;
        ss_st <= ss_st;
        am_pm_st<=am_pm_st;
      end
    end
  end
endmodule  
==> ./run.sh <==
#!/bin/bash
# OpenROAD 26Q1-2900-gdf79404cd8, Yosys 0.63+post, stock flow scripts
make -C /OpenROAD-flow-scripts/flow DESIGN_CONFIG=/design/flow/config.mk WORK_HOME=/design/flow/orfs finish
==> ./config.mk <==
export PLATFORM = sky130hd
export DESIGN_NAME = digital_clock
export DESIGN_NICKNAME = digital_clock
export VERILOG_FILES = /design/flow/design.v
export SDC_FILE = /design/flow/constraint.sdc
export NUM_CORES = 4
export LEC_CHECK = 1
export CORE_UTILIZATION = 30
==> ./constraint.sdc <==
current_design digital_clock

set clk_period 3.5
set clk_io_pct 0.2

create_clock -name clk0 -period $clk_period [get_ports {clk}]

set non_clock_inputs [all_inputs -no_clocks]
set_input_delay [expr $clk_period * $clk_io_pct] -clock clk0 $non_clock_inputs
set_output_delay [expr $clk_period * $clk_io_pct] -clock clk0 [all_outputs]
==> Changelog: implementation <==
### Implementation results

- Synth Instances: 197
- Yosys stat area: 0.001853 sq mm
- Initial DRC Count: 62
- Synth top cell by count: dfxtp_1
- Congestion Overflow GR: 0
- Worst R2R Setup Slack: 1.62 ns
- Dominant cell area share: 0.4862
- Tot GR Track Use: 0.1114
- GP Congestion: 0.7985
- CTS sink cnt: 45
- Final Hold Violation Tally: 0
- Top post-synthesis cells by count: 45 x dfxtp_1, 21 x nor2_1, 17 x nand2_1
- Vias per cell: 4.585
- Crit path max fanout: 6
- Stage-log warning count: 33
- Slowest cell on crit path: nor3b_1
- Worst hold start: hh_st[3]
- Layout Utilization: 0.3767
- Worst Hold End: hh_st[3]
- RSZ-0062 raised after global routing: false
- Post-synthesis sequential area ratio: 0.4862
- Die area: 0.006495 sq mm
- Synth area leader: dfxtp_1
- WHS Path Cells: 2
- Register-to-Register Path Depth: 5
- FP Core Util: 0.3111
- Vias: 1371
- Critical Path Start Type: input port
- Pin count of the biggest net entering global routing: 21
- Slew headroom: 0.5415
- Asr flop ratio synth: 0
- Yosys warns: 72
- CP required: 3.75 ns
- Setup crit end kind: register
- Avg Inst Size Synth: 9.406 sq um
- P per Cell Area: 389.0 mW/mm^2
- Leak: 0.8235 nW
- Slew @ Worst Pin: 0.6863 ns
- DRC violations left: 0
- HP Class: register to register
- Capture point of the worst reg-to-reg path: hh_sw[3]
- Setup Skew: 0.01164 ns
- Number of buffers created by CTS: 5
- Core area: 0.005956 sq mm
- Post-Syn Area: 0.001853 sq mm
- Post-route setup TNS: 0 ns
- Most common reg cell: dfxtp_1
- Layout cells sized above 1: 0.05357
- CTS clk-pin slew, worst paths: 0.09 ns
- Htree depth: 2
- Buffers & Inverters on Critical Path: 2
- DRT antenna net count: 0
- # IOs: 31
- # hold bufs at CTS: 0
- CTS max path bufs: 2
- Die X: 80.59 um
- Cycle use final: 0.6155
- Setup bufs post-CTS: 0
- Fillers: 610
- Number of global-route vias before repair: 1288
- Worst IR Drop VDD: 0.1903 mV
- WP data arrival: 2.40 ns
- Critical Path Max Stage Delay: 0.57 ns
- EDFF count, synth: 0
- Port bufs: 25
- Reg-to-reg critical path startpoint: ss_sw[0]
- Routed wire length: 3219 um
- Area growth, synth to finish: 21.07%
- Top cells by area: dfxtp_1 49%, ha_1 6.8%, xor2_1 5.2%
- Fmax: 464.2 MHz
- Die Span Y: 80.59 um
- Clock root buffer: clkbuf_8
- Ys flops: 45
- Setup violations, final: 0
- # rows: 28
- Routed WL per cell: 10.77 um
- Clock Latency Late Sink: 0.30 ns
- Setup CP Type: input port to register
- DRT Pass-1 Iters: 4
- Antenna diode count: 0
- Final slew viol count: 0
- Initial antenna violation count: 0
- Cell variety after synth: 34
- Yosys Instances: 197
- Fin crit period: 2.154 ns
- Maxcap violations: 0
- Cell family with most CP delay: simple AND/OR/NAND/NOR gates
- CP Cell Sequence: clkdlybuf4s50_1 -> inv_1 -> ha_1 -> nor3b_1 -> and2_2
- First-pass GRT wire length: 5602 um
- Total power: 872.7 uW
- HPWL Detailed: 2281 um
- CTS tree: done
- Run status: finished, final reports clean
- CTS resizes: 0
==> metrics by stage <==
step / instance area (sq um) / setup slack (ns) / std cells / hold slack, ns
2_1_floorplan: 1857 / 1.733 / 198 / 0.4360
3_3_place_gp: 2156 / 0.9898 / 291 / 0.4435
3_5_place_dp: 2156 / 0.9770 / 291 / 0.4507
4_1_cts: 2243 / 1.292 / 299 / 0.4630
5_1_grt: 2243 / 1.229 / 299 / 0.4825
6_report: 2243 / 1.346 / 299 / 0.4577
==> routing by layer <==
metal	share of wire	track usage	wire (um)	vias up
li1	-	-	-	723
met5	0	0	0	-
met3	0.036	0.02076	117	7
met2	0.45	0.1864	1454	26
met4	0.015	0.01607	48	0
met1	0.50	0.1546	1598	615
==> where the power goes <==
part | switching, mW | internal [mW] | leakage (nW) | total (mW)
Clock | 0.176 | 0.141 | 0.0374 | 0.316
Combinational | 0.0234 | 0.0170 | 0.424 | 0.0404
Sequential | 0.00245 | 0.514 | 0.363 | 0.516
==> cells by family (layout without fill, tap and decap cells) <==
group	Yosys count	in the layout	synth area share
multiplexers	1	1	0.005402
XOR/XNOR	14	14	0.06617
AND-OR/OR-AND	26	26	0.08643
buffers and inverters	14	40	0.04051
AND/OR/NAND/NOR	86	86	0.2458
flip-flops	45	45	0.4862
other	1	2	0.002024
adder cells (fa/ha/maj)	10	10	0.06752
==> how the worst max path moves through the flow <==
stage	startpoint	end	slack (ns)	cells after the start
finish	mode_sel[0]	seconds[3]	1.35	5
global route	mode_sel[0]	seconds[3]	1.23	5
CTS	mode_sel[0]	seconds[3]	1.29	5
==> worst reg2reg max path: cells and delay by family (launching register included) <==
| family | cells | cell delay, ns |
|---|---|---|
| simple gates | 3 | 1.12 |
| flops | 1 | 0.39 |
| fa+ha+maj | 1 | 0.16 |
| compound gates | 1 | 0.15 |
==> registers in the layout, summed over array words and instances (netlist names), 5 cells and up <==
| register | flops |
|---|---|
| mm_sw | 6 |
| hh_sw | 5 |
| hours | 5 |
| minutes | 6 |
| hh_st | 5 |
| ss_sw | 6 |
| seconds | 6 |
| incr_h | 5 |
==> layout make-up <==
type | count | area, sq um | share of cell area
repair buffers | 26 | 257.7 | 0.1149
multi-input cells | 139 | 880.8 | 0.3926
clock inverters | 2 | 15.01 | 0.006693
well taps | 75 | 93.84 | 0.04183
flip-flops and latches | 45 | 900.9 | 0.4016
inverters | 6 | 22.52 | 0.01004
clock buffers | 6 | 72.57 | 0.03235
==> cells in the final DEF (no fill, tap or decap), drive strengths merged, types with 2 or more instances in the layout <==
| cell | Yosys | layout |
|---|---|---|
| nor2 | 21 | 21 |
| nand2 | 17 | 17 |
| inv | 6 | 6 |
| nand3 | 10 | 10 |
| nand4 | 8 | 8 |
| conb | 1 | 2 |
| xor2 | 11 | 11 |
| o31ai | 2 | 2 |
| ha | 10 | 10 |
| nor3 | 4 | 4 |
| xnor2 | 3 | 3 |
| clkinvlp | 0 | 2 |
| a22oi | 5 | 5 |
| o21ai | 3 | 3 |
| a21oi | 12 | 12 |
| and2 | 14 | 14 |
| clkbuf | 4 | 6 |
| or4 | 2 | 2 |
| clkdlybuf4s50 | 0 | 25 |
| and4b | 2 | 2 |
| and3 | 2 | 2 |
| dfxtp | 45 | 45 |
| o21a | 2 | 2 |
No activity file was given, so power comes from the tool's default toggle rates.
