## ./run.sh

```bash
#!/bin/bash
# OpenROAD 26Q1-2900-gdf79404cd8, Yosys 0.63+post, stock flow scripts
make -C /OpenROAD-flow-scripts/flow DESIGN_CONFIG=/design/flow/config.mk WORK_HOME=/design/flow/orfs finish
```

## ./config.mk

```make
export PLATFORM = sky130hd
export DESIGN_NAME = apb_slave
export DESIGN_NICKNAME = apb_slave
export VERILOG_FILES = /design/flow/design.v
export SDC_FILE = /design/flow/constraint.sdc
export NUM_CORES = 4
export LEC_CHECK = 1
export CORE_UTILIZATION = 30
```

## ./constraint.sdc

```tcl
current_design apb_slave

set clk_period 27.7
set clk_io_pct 0.2

create_clock -name clk0 -period $clk_period [get_ports {pclk}]

set non_clock_inputs [all_inputs -no_clocks]
set_input_delay [expr $clk_period * $clk_io_pct] -clock clk0 $non_clock_inputs
set_output_delay [expr $clk_period * $clk_io_pct] -clock clk0 [all_outputs]
```

## ./design.v

```verilog
module apb_slave(
    input              presetn,
    input              pclk,
    input              psel,
    input              penable,
    input              pwrite,
    input  [31:0]      paddr,
    input  [31:0]      pwdata,
    output reg [31:0]  prdata,
    output reg         pready,
    output reg         pslverr
);
    reg [31:0] mem [0:31];
    typedef enum {idle = 0, setup = 1, access = 2, transfer = 3} state_type;
    state_type state = idle;
    always @(posedge pclk) begin
      if (!presetn) begin  
            state    <= idle;
            prdata   <= 32'h00000000;
            pready   <= 0;
            pslverr  <= 0;
            for (int i = 0; i < 32; i++) begin
                mem[i] <= 0;
            end
        end 
        else begin
            case (state)
                idle: begin
                    prdata  <= 32'h00000000;
                    pready  <= 0;
                    pslverr <= 0;
                    if ((!psel) && (!penable))
                        state <= setup;
                    else
                      state <= idle;
                end
                setup: begin  
                    if (psel && (!penable)) begin
                        if (paddr < 32) begin
                            state <= access;
                            pready <= 0;
                        end 
                        else begin
                          state <= access;
                          pready<=0;
                        end
                    end
                    else
                      state <= setup;  
                end
                access: begin
                  if (psel && penable && pwrite) begin
                                mem[paddr] <= pwdata;
                                state <= transfer;
                                pslverr <= 0;
                            end
                  else begin
                    if(psel && penable && !pwrite) begin
                      prdata  <= mem[paddr];
                      state <= transfer;
                      pready <= 1;
                                pslverr <= 0;
                            end
                         else begin
                           state<=transfer;
                           pready<=1;
                            prdata  <= 32'hxxxxxxxx;
                            pslverr <= 1;
                        end
                     end
                end
                transfer: begin
                    pready   <= 0;
                    pslverr  <= 0;
                    state    <= setup;
                end
                default: state <= idle;
            endcase
        end
    end
endmodule
```

==> run notes <==
run metrics: status=finished clean, iteration tally of the first detailed-router pass=7, Worst Reg-to-Reg Cells=9, Synth Instances=3437, M1 WL=49600 um, CP arrival=9.33 ns, reg2reg start=state[0]$_SDFF_PN0_, layout cell share with drive strength beyond 1=10.7%, Setup crit start kind=primary input, top routing layer used=met5, Mux cell area share=10.8%, PwrDens=63.1 mW/mm^2, drt initial violations=1523, Cell Chain, Critical Path=buf_8 > buf_4 > buf_12 > mux2i_1 > o22ai_1 > nor4_1 > nand2_1 > a22o_1, RR Endpoint=mem[25][27]$_SDFFCE_PN0P_, synth top area cells=edfxtp_1 (65%), and2_1 (13%), mux2i_1 (11%), o22ai_1 (3.4%), clkbuf_1 (2.1%), Layout Area Growth over Synthesis=14.7%, mapped cell area=0.0476 mm^2, Max FO, Critical Path=94, Hold Path Sink=prdata[30]$_SDFFE_PN0P_, largest net degree at the start of global routing=95, core region area=0.157 mm^2, yosys xor share=0%, Required @ worst endpoint=28.27 ns, Clock Pin Slew Worst Setup and Hold Paths=0.06 ns, crit path time final=8.76 ns, CTS tree=built, Yosys reg bits=1060, worst reg2reg setup slack=23.90 ns, distinct cell type count after synthesis=36, Worst Tran Pin Value=1.13 ns, routed wire length=134000 um, boundary pin count=103, RSZ-0062 raised after global routing=no, most instantiated library cell after synthesis=and2_1, CTS-repair resized insts=0, post-synth top area cell=edfxtp_1, Async SR Flop Fraction=0%, htree depth=3, tool warnings=56, Critical Path Sink Type=register, Die ar.=0.160 mm^2, met2 wire len=60100 um, Logic family by area=simple AND/OR/NAND/NOR gates, WL/cell=23.9 um, Seq share, synth=66.2%, Remaining Overflow, GRT=0, top_reg_cell synth=edfxtp_1, Finished Cell Area=0.0545 mm^2, fmax=114 MHz, Clock Root Buffer=clkbuf_16, RD Place Congestion=0.822, Dominant cell area share=64.6%, Layout Skew=0.0143 ns, most common library cells after synthesis=and2_1 (1025), edfxtp_1 (1024), mux2i_1 (512), Hold WC Path Type=register to register, CTS Buf Count=109, DR vias/cell=4.90, Max Cap Viol=0, Die Span Y=400 um, Synthesis Warnings=1, Site Rows=145, Sum Neg Setup Slack=0 ns, final setup fails=0, slew margin rel.=23.9%, P_leak=20.5 nW, fp_density=30.3%, CP max stage cell=nor4_1, number of port buffers=75, DRC=0, Min-Delay Startpoint=prdata[30]$_SDFFE_PN0P_, Final Hold Slack=0.479 ns, post-synthesis adder-cell area fraction=0.105%, Post-CTS Setup Bufs=0, dpl cell area=0.0511 mm^2, Yosys Instances=3437, clk ins delay skew pair=0.68 ns, Worst Hold Depth=1, pins over their slew limit=0, Peak VDD IR=0.0472 mV, DP Wirelength=73200 um, Yosys chip area=0.0476 mm^2, Horiz. Die Dim=400 um, critical path type=primary input to register, average size of a mapped cell=13.8 um^2, Tot GR Track Use=17.7%, post-layout period usage=31.6%, vias in the first global route=27700, wire length on met3=20300 um, Final Hold Violation Tally=0, Worst path max stage delay=0.98 ns, Post-synth EDFFs=1024, Max clock buf depth=3, clock net sink count=1060, global-route wire length before repair=190000 um, yosys simple share=15.7%, Routed Antenna Nets=0, routed vias=27400, initial antenna violation count=6, final core utilization=34.8%, ao+oa area frac=4.34%, hold_buf cts=0
worst max-delay path: cells and delay by family:
| kind | cells | cell delay (ns) |
|---|---|---|
| AOI/OAI and AO/OA | 2 | 0.35 |
| and+or+nand+nor | 2 | 1.18 |
| buffers and inverters | 3 | 1.74 |
| muxes | 1 | 0.26 |
layout by cell type (no fill, tap or decap), types with 5 or more instances in the layout:
| cell | n |
|---|---|
| diode_2 | 6 |
| clkbuf_8 | 7 |
| edfxtp_1 | 1024 |
| clkinv_1 | 23 |
| nand4bb_2 | 6 |
| nand4b_1 | 6 |
| and2_1 | 1025 |
| buf_4 | 149 |
| clkbuf_16 | 110 |
| nor4_1 | 63 |
| clkinv_2 | 19 |
| nor2_4 | 7 |
| nor2_2 | 21 |
| clkdlybuf4s50_1 | 73 |
| a22o_1 | 32 |
| mux2i_1 | 512 |
| bufinv_16 | 7 |
| nand2_1 | 42 |
| dfxtp_1 | 36 |
| inv_6 | 5 |
| o22ai_1 | 256 |
| o21ai_4 | 28 |
| clkbuf_1 | 23 |
state kept, by name, summed over array words and instances, names as in the netlist:
register  cells
state         2
pready        1
prdata       32
mem        1024
pslverr       1
where the power goes:
part / leakage, nW / total, mW / internal, mW / switching (mW)
Combinational: 7.93 / 0.207 / 0.0619 / 0.145
Clock: 1.68 / 1.42 / 0.810 / 0.607
Sequential: 10.9 / 1.82 / 1.80 / 0.0122
Total: 20.5 / 3.44 / 2.67 / 0.765
per-layer routing:
metal  up-vias  GRT usage (%)
met3       243           12.0
met1     13200           21.8
met4        12           4.26
li1      12500              -
met5         -          0.787
met2      1396           25.9
cell families after synthesis:
group / count (synthesis)
AOI/OAI and AO/OA: 323
muxes: 512
buffers and inverters: 336
DFF: 1060
and+or+nand+nor: 1202
adders and majority gates: 4
worst max path at each step:
stage     slack, ns                      to  cells past startpoint      from
4_1_cts       19.15  prdata[9]$_SDFFE_PN0P_                      8  paddr[1]
5_1_grt       18.80  prdata[9]$_SDFFE_PN0P_                      8  paddr[1]
6_report      18.94  prdata[9]$_SDFFE_PN0P_                      8  paddr[1]
metrics by stage:
| step | instances | setup slack, ns | power [mW] |
|---|---|---|---|
| floorplan | 3437 | 18.42 | 1.97 |
| global placement | 5387 | 18.42 | 2.05 |
| detailed placement | 5387 | 18.42 | 2.06 |
| CTS | 5587 | 19.15 | 3.46 |
| global route | 5587 | 18.80 | 3.54 |
| finish | 5593 | 18.94 | 3.44 |
area by class of cell:
type | instances | area, um^2
tap | 2058 | 2570
fill | 14700 | 102000
sequential | 1060 | 31500
multi-input combinational | 2041 | 15100
inverter | 3 | 11.3
timing repair buffer | 225 | 1900
clock buffer | 140 | 2940
clock inverter | 60 | 493
antenna | 6 | 15.0
Power figures rest on the tool's default switching activity, not on a simulated workload.
